==> ./design.v <==
`timescale 1ns / 1ps
module inst(in_inst,clk,reset,out_inst);
input wire [31:0] in_inst;  
input wire clk;
input wire reset;
output reg [31:0] out_inst;
reg [31:0] auxiliar;
always @(posedge clk)
       begin
        auxiliar = in_inst;
       end
always @*
begin
 if(reset == 0)
       begin
            out_inst = auxiliar;
       end
    else 
       begin
            out_inst = 32'h0;
       end
end
endmodule
`timescale 1ns / 1ps
module pc_4(in_pc4,clk,reset,out_pc4);
input wire [31:0] in_pc4;  
input wire clk;
input reset;
output reg [31:0] out_pc4;
reg [31:0] auxiliar;
always @(posedge clk)
       begin
        auxiliar = in_pc4;
       end
always @*
begin
 if(reset == 0)
       begin
            out_pc4 = auxiliar;
       end
    else 
       begin
            out_pc4 = 32'h0;
       end
end
endmodule
`timescale 1ns / 1ps
module IF_ID(
    input wire [31:0] in_inst,
    input wire [31:0]in_pc4,
    input wire clk,
    input reset,
    output  [31:0] out_inst,
    output  [31:0] out_pc4
    );
inst instruction(
    .in_inst(in_inst),
    .reset(reset),
    .clk(clk),
    .out_inst(out_inst)
    );
pc_4 pcmas4(
    .in_pc4(in_pc4),
    .reset(reset),
    .clk(clk),
    .out_pc4(out_pc4)
    );
endmodule
==> ./run.sh <==
#!/bin/bash
# OpenROAD 26Q1-2900-gdf79404cd8, Yosys 0.63+post, stock flow scripts
make -C /OpenROAD-flow-scripts/flow DESIGN_CONFIG=/design/flow/config.mk WORK_HOME=/design/flow/orfs finish
==> ./config.mk <==
export PLATFORM = sky130hd
export DESIGN_NAME = IF_ID
export DESIGN_NICKNAME = IF_ID
export VERILOG_FILES = /design/flow/design.v
export SDC_FILE = /design/flow/constraint.sdc
export NUM_CORES = 4
export LEC_CHECK = 1
export CORE_UTILIZATION = 40
==> ./constraint.sdc <==
current_design IF_ID

set clk_period 1.0
set clk_io_pct 0.2

create_clock -name clk0 -period $clk_period [get_ports {clk}]

set non_clock_inputs [all_inputs -no_clocks]
set_input_delay [expr $clk_period * $clk_io_pct] -clock clk0 $non_clock_inputs
set_output_delay [expr $clk_period * $clk_io_pct] -clock clk0 [all_outputs]
==> results.toml <==
# synthesis and place-and-route metrics
[grt]
track_usage_pct = 17.72
grt_pass1_vias = 1380
grt_pass1_wl_um = 6706
grt_max_degree = 19
antenna_found_initial = 0
overflow = 0

[die]
fp-utilization_pct = 42.87
io_pins = 130
fp.dieW_um = 71.25
die_area_um2 = 5076
core_area_um2 = 4474
rows = 24
die_y_um = 71.25

[clock_tree]
cts_hold_buf = 0
tritoncts = "yes"
path_clk_slew_ns = 0.06
cts_made_buffers = 9
clkSinkCount = 64
htree_levels = 3
cts_root_buf = "clkbuf_8"
postCtsSetupRepairBufs = 0
cts_max_path_buffers = 2

[route]
insertedDiodeCount = 0
drtPass1Iterations = 23
wl_per_cell_um = 12.38
drc_errors = 0
drt_wl_total_um = 4085
dr.first_iter.drc_count = 42
vias = 1384
via_per_inst = 4.194
ant_nets = 0

[run]
drv_cap = 0
warnings = 28

[synth]
fa_ha_area_share_pct = 0
syn_avg_cell_area_um2 = 14.21
simple_gate_share_pct = 28.70
topCombFamilyByArea = "simple AND/OR/NAND/NOR gates"
top_cell_area_share_pct = 66.80
mux_share_pct = 0
synthDistinctLibCells = 5
syn_inst = 135
synth.area.top_cells = "dfxtp_1 67%, nor2b_2 27%, buf_6 2.9%"
ys_area_um2 = 1918
yosys_register_bits = 64
seq_area_frac_synth_pct = 66.80
ys_sh_aoi_pct = 0
synth_warnings = 2
syn-cell-area_um2 = 1918
ys_cells = 135
xor_area_share_pct = 0
yosysTopAreaCell = "dfxtp_1"

[place]
post-place-ws_ns = -0.3460
routabilityCongestion = 0.7606
port_buffers = 129
dp_hpwl_um = 2998

[sta]
tightest_slew_ns = 0.2245
clock.fmax_mhz = 947.0
whs_ns = 0.3054
rsz0062_at_grt = "true"
totalNegativeSetupSlack_ns = -2.769
hold_viol_final = 0
period_used_pct = 105.6
maxSlewViolCount = 0
relSlewSlack_pct = 85.03
finalWorstSetupSlack_ns = -0.05596
finalSetupViolCount = 64
fin_crit_ns = 1.056

[final_layout]
comb_area_um2 = 853.3
fillCellCount = 314
drive_gt1_share_pct = 63.31
ff_latch_area_um2 = 1324
area_growth_pct = 79.39

[setup_path]
worstSetupEndpointType = "output pin"
critPathKind = "reg -> out"
critical_path.cell_chain = "nor2b_2 > buf_2"
cp_max_fo = 1
cp.required_ns = 0.80
cp-start-kind = "register"
cp_slowest_cell = "dfxtp_1"
arrival_ns = 0.86
cpPeakStageDelay_ns = 0.29

[pwr]
p_total_mw = 5.159
power_leakage_nw = 1.663
ir_drop_mv = 0.9640
pwr_density_cell_nw_per_um2 = 1499

[hold_path]
min_path_type = "in -> reg"

[run_status]
status = "finished with violations"
violations = "setup timing"
==> report_power, final <==
part / switching [mW] / total, mW / internal [mW] / leakage, nW
Combinational: 0.180 / 0.701 / 0.521 / 1.05
Clock: 0.836 / 1.72 / 0.886 / 0.0745
Sequential: 0.0339 / 2.74 / 2.70 / 0.540
Total: 1.05 / 5.16 / 4.11 / 1.66
==> synth_stat cells <==
cell type	n
nor2b_2	60
buf_8	2
nor2b_1	4
buf_6	5
dfxtp_1	64
==> layer usage <==
metal | GRT usage, % | part of all wire, % | vias up
li1 | - | - | 680
met1 | 24.81 | 37 | 609
met2 | 25.82 | 46 | 87
met3 | 8.702 | 15 | 8
met4 | 4.222 | 1.7 | 0
met5 | 0 | 0 | -
==> kinds of logic (layout without fill, tap and decap cells) <==
kind of cell,count (synthesis),in the layout
flops,64,64
buf+inv,7,150
simple gates,64,64
==> state kept, by name, indices dropped and copies added, names as in the netlist <==
register,flops
pcmas4.auxiliar,32
instruction.auxiliar,32
==> final timing paths <==
| check | cells after the start | endpoint | slack (ns) | startpoint |
|---|---|---|---|---|
| setup / recovery | 2 | out_pc4[30] | -0.06 | pcmas4.auxiliar[30] |
| hold / removal | 1 | pcmas4.auxiliar[19] | 0.31 | in_pc4[19] |
==> worst max-delay path, delay by kind of cell (launching register included) <==
kind	cells	cell delay, ns
and+or+nand+nor	1	0.13
buffers and inverters	1	0.10
DFF	1	0.29
==> timing repair <==
item | 4_1_cts | 5_1_grt
endpoints found under the setup margin | 64 | 64
hold endpoints to repair | 0 | 0
resized | 259 | 31
==> stage by stage <==
stage | std cells | area (µm²) | utilization [%]
floorplan | 135 | 1918 | -
global placement | 315 | 3268 | 73.04
detailed placement | 315 | 3268 | 73.04
CTS | 330 | 3401 | 76.01
global route | 330 | 3441 | 76.90
finish | 330 | 3441 | 76.90
==> cell usage in the layout (no fill, tap or decap) <==
master,n
clkbuf_1,5
clkbuf_8,9
dfxtp_2,34
clkdlybuf4s50_1,64
buf_12,3
nor2b_4,60
nor2b_2,1
clkinv_2,1
nor2b_1,3
dfxtp_1,30
buf_4,4
buf_2,64
==> final cells by class <==
class	instances	share of cell area, %
well taps	52	1.891
multi-input cells	64	24.80
clock buffers	14	4.145
clock inverters	1	0.1455
flip-flops and latches	64	38.47
repair buffers	135	30.55
Power figures rest on the tool's default switching activity, not on a simulated workload.
