### ./config.mk
export PLATFORM = sky130hd
export DESIGN_NAME = fetch
export DESIGN_NICKNAME = fetch
export VERILOG_FILES = /design/flow/design.v
export SDC_FILE = /design/flow/constraint.sdc
export NUM_CORES = 4
export LEC_CHECK = 1
export CORE_UTILIZATION = 30
export SYNTH_MEMORY_MAX_BITS = 65536
### ./constraint.sdc
current_design fetch

set clk_period 8.4
set clk_io_pct 0.2

create_clock -name clk0 -period $clk_period [get_ports {clk}]

set non_clock_inputs [all_inputs -no_clocks]
set_input_delay [expr $clk_period * $clk_io_pct] -clock clk0 $non_clock_inputs
set_output_delay [expr $clk_period * $clk_io_pct] -clock clk0 [all_outputs]
### ./design.v
`timescale 1ns / 1ps
module Inst_Memory(Din,Dout);
input wire [31:0] Din;
output wire [31:0] Dout;
reg [31:0] memdata [511:0];
initial
        begin
            memdata[32'h0] = 32'h00200093;   
            memdata[32'h4] = 32'h00300113;
            memdata[32'h8] = 32'h01110193;
        end
assign Dout =  memdata[Din];
endmodule
`timescale 1ns / 1ps
module PC(pc_out,in,clk,reset);
input wire [31:0] in;  
input wire clk;
input wire reset;
output reg [31:0] pc_out;
reg [31:0] auxiliar;
always @(negedge clk)
       begin
        auxiliar = in;
       end
always @*
begin
 if(reset == 0)
       begin
            pc_out = auxiliar;
       end
    else 
       begin
            pc_out = 32'h0;
       end
end
endmodule
`timescale 1ns / 1ps
module add(in_add,out_add);
input wire [31:0] in_add;
output wire [31:0] out_add;
assign out_add = in_add +4;
endmodule
`timescale 1ns / 1ps
module fetch(clk,instruction,pc4,beq,sel,reset);
input clk;
input [31:0] beq;
input sel;
input reset;
output [31:0] instruction;
output [31:0] pc4;
wire [31:0] next_pc;
wire [31:0] pc_out;
mux_pc U1(
        .pc_4(pc4),
        .beq(beq),
        .sel(sel),
        .next_pc(next_pc)
);
PC U2(
        .in(next_pc),
        .clk(clk),
        .reset(reset),
        .pc_out(pc_out)
);
Inst_Memory U3(
        .Din(pc_out),
        .Dout(instruction)
);
add U4(
        .in_add(pc_out),
        .out_add(pc4)
);
endmodule
`timescale 1ns / 1ps
module mux_pc(pc_4,beq,next_pc,sel);
input wire [31:0] pc_4;
input wire [31:0] beq;
output [31:0] next_pc;
input sel;
reg [31:0] next_pc;
always @(pc_4,beq,sel)
begin
    case(sel)
        1'b0:next_pc = pc_4;
        1'b1:next_pc = beq;
     endcase   
end
endmodule
### ./run.sh
#!/bin/bash
# OpenROAD 26Q1-2900-gdf79404cd8, Yosys 0.63+post, stock flow scripts
make -C /OpenROAD-flow-scripts/flow DESIGN_CONFIG=/design/flow/config.mk WORK_HOME=/design/flow/orfs finish
==> reports/metrics.sh <==
CP.REQUIRED_NS=6.72
FILLCELLCOUNT=768
HOLD-WORST-SLACK_NS=0.594
CTS_NUM_SINKS=32
CTS_INSERTED_BUFFERS=5
REG2REG_SETUP_SLACK_NS=6.16
PLACE_INST=484
CPMAXSTAGEDELAYCELL='sky130_fd_sc_hd__or4_4'
SETUP_VIOL_COUNT_FINAL=0
SYNTH_AREA_MM2=0.00245
CRIT_BUF_INV=2
GRT_ANTENNA_BEFORE_REPAIR=0
FINAL_GP_CONGESTION=0.899
SEQUENTIAL_CELL_AREA_UM2=657
POWERDENSITY_mW_PER_MM2=126
YS_TYPES=50
SLEW_VIOL_FINAL=0
YOSYS_MOST_USED_DFF='sky130_fd_sc_hd__dfxtp_1'
DETAIL_ROUTE.ITER0.VIOLATIONS=153
ROUTED-VIA-COUNT=2666
TOTALPOWERFINAL_mW=0.456
CLOCK_TREE.HTREE_LEVEL_COUNT=2
NETLIST_INSTANCES=324
DP_HPWL_UM=4710
CRIT_PATH_MAX_FANOUT=6
SYNTH.AVG_CELL_AREA_UM2=7.57
FIRST_PASS_GRT_WIRE_LENGTH_UM=11600
REPORT.FINAL.HOLD_VIOL_COUNT=0
VIAS_PER_CELL=4.94
WORST_R2R_PATH_DEPTH=6
YS_SEQ_SHARE_PCT=26.1
AREA_USED_BY_MULTI_INPUT_COMBINATIONAL_LOGIC_MM2=0.00169
FP_UTIL_PCT=31.4
CTS.ROOT.BUFFER_CELL='sky130_fd_sc_hd__clkbuf_8'
CTS.REPORTEDPATHS.CLKPINSLEW_NS=0.04
HOLD_CLASS='reg2reg'
FINAL_LAYOUT_SIZE_SUFFIX_GT1_SHARE_PCT=15.8
AREAGROWTHSYNTHTOFINISH_PCT=47.3
STATIC_POWER_DUE_TO_LEAKAGE_nW=1.47
REGTOREGENDPOINT='U2.auxiliar[24]'
FLIP_FLOP_COUNT_OF_THE_LARGEST_REGISTER_ALL_COPIES_AND_WORDS_ADDED=32
POWER.IR.VDD_WORST_mV=0.0607
SYNTH_WARN=3
SYNTHARSTFLOPSHARE_PCT=0
ROUTE.ANTENNA.REMAINING_NETS=0
POST_SYNTH_EDFFS=0
WORST_HOLD_PATH_CELL_COUNT=2
ROUTEDWLPERCELL_UM=13.5
MAX_CAP_VIOL_COUNT=0
FP.DIEAREA_MM2=0.00854
MOST-COMMON-LAYOUT-CELLS='71 x sky130_fd_sc_hd__clkdlybuf4s50_1, 39 x sky130_fd_sc_hd__inv_1, 38 x sky130_fd_sc_hd__nand2_1, 26 x sky130_fd_sc_hd__conb_1, 23 x sky130_fd_sc_hd__dfxtp_1'
WL_UM=7310
WORSTSKEWPAIRLATENCY_NS=0.35
GRT_START_MAX_NET_PINS=51
PORTS_PLACED_ON_THE_BOUNDARY=99
CLOCK_SKEW_NS=0.0126
CLOCKBUFFERDEPTH=2
HOLD_PATH_STARTPOINT='U2.auxiliar[16]'
WORST_EP_ARRIVAL_TIME_NS=6.66
CRITICAL_PATH.ENDPOINT_TYPE='output port'
PORT_BUFFERS=72
WORSTREG2REGSTART='U2.auxiliar[14]'
POSTLAYOUTSETUPSLACKWORST_NS=0.0569
RUN_STATUS='completed'
FINISH.INSTANCE_AREA_MM2=0.00361
GLOBAL_ROUTE_USAGE_SUM_PCT=16.9
CHIPWIDTH_UM=92.4
SYNTH-CELLS-YOSYS=324
YS_CHIP_AREA_MM2=0.00245
FIRST_GLOBAL_VIAS=2491
LAYOUT_TOP_CELL='sky130_fd_sc_hd__clkdlybuf4s50_1'
POST-PLACE-WS_NS=0.0826
CRITICAL_PATH_TYPE='reg2out'
STARTPOINT_CLASS_OF_THE_CRITICAL_PATH='register'
CORE_AREA_MM2=0.00781
DIE_H_UM=92.4
FINALNONFILLERCELLS=540
CRITICAL_PATH.TOP_DELAY_FAMILY='simple AND/OR/NAND/NOR gates'
WORSTPATHCELLLIST='nand4_1 > or4_4 > buf_6 > or3_1 > nand2_1 > clkdlybuf4s50_1'
STD_CELL_ROWS=32
WARNINGS=58
CTS.HOLD.BUFFERS_ADDED=0
WHS_ENDPOINT='U2.auxiliar[16]'
POSTSYNTHREGISTERBITS=32
PLACED_CELL_AREA_MM2=0.00315
DRT_PASS1_ITERATIONS=4
TRITONCTS='yes'
DETAIL_ROUTE.ANTENNA_DIODES=0
GRT_SETUP_UNREPAIRED='yes'
GLOBALROUTEOVERFLOWTOTAL=0
DRC_MARKERS=0
CRITICAL_PATH.MAX_STAGE_DELAY_NS=0.55
-- stage by stage --
stage	setup TNS (ns)	util [%]
after CTS	0	44.3
after global placement	0	40.4
after global routing	-0.231	46.2
after floorplan	0	-
after detailed placement	0	40.4
final	0	46.2
-- cell type report --
cell class | count | share of cell area, %
multi-input cells | 265 | 46.9
inverters | 5 | 0.520
flip-flops and latches | 32 | 18.2
clock inverters | 35 | 3.67
well taps | 102 | 3.54
clock buffers | 5 | 1.91
repair buffers | 96 | 25.2
-- synthesized netlist by cell type (5+ instances only) --
library cell | instances | area share [%]
sky130_fd_sc_hd__mux2_2 | 6 | 2.8
sky130_fd_sc_hd__nor3_1 | 10 | 2.0
sky130_fd_sc_hd__inv_1 | 6 | 0.92
sky130_fd_sc_hd__o211ai_1 | 6 | 1.8
sky130_fd_sc_hd__nor4_1 | 7 | 1.8
sky130_fd_sc_hd__o21ai_0 | 12 | 2.5
sky130_fd_sc_hd__nand3_1 | 11 | 2.2
sky130_fd_sc_hd__xnor2_1 | 12 | 4.3
sky130_fd_sc_hd__nor2b_1 | 13 | 3.3
sky130_fd_sc_hd__nor2_1 | 21 | 3.2
sky130_fd_sc_hd__dfxtp_1 | 32 | 26
sky130_fd_sc_hd__or4_1 | 5 | 1.5
sky130_fd_sc_hd__nand2_1 | 39 | 6.0
sky130_fd_sc_hd__or3_1 | 11 | 2.8
sky130_fd_sc_hd__o31ai_1 | 10 | 3.1
sky130_fd_sc_hd__xor2_1 | 5 | 1.8
sky130_fd_sc_hd__nand2b_1 | 6 | 1.5
sky130_fd_sc_hd__buf_4 | 28 | 8.6
sky130_fd_sc_hd__nand4_1 | 9 | 2.3
sky130_fd_sc_hd__clkbuf_1 | 9 | 1.4
sky130_fd_sc_hd__a21oi_1 | 7 | 1.4
sky130_fd_sc_hd__and2_1 | 5 | 1.3
-- worst max path at each step --
stage / from / endpoint / slack, ns / cells past startpoint
CTS: U2.auxiliar[13] / pc4[22] / 0.002 / 5
finish: U2.auxiliar[14] / pc4[26] / 0.06 / 6
global route: U2.auxiliar[3] / pc4[11] / -0.07 / 5
-- where the power goes --
part	switching (mW)	total, mW	internal (mW)
clock	0.0959	0.172	0.0756
combinational	0.0402	0.103	0.0630
sequential	0.0136	0.181	0.167
-- logic make-up after synthesis --
kind of cell	after synthesis	synth area share, %
flip-flops	32	26.1
other	2	0.306
buffers and inverters	52	13.1
adder cells (fa/ha/maj)	1	0.510
multiplexers	7	3.16
XOR/XNOR	17	6.07
AND/OR/NAND/NOR	157	34.7
AND-OR/OR-AND	56	16.1
-- metal layers --
layer  part of all wire, %  vias to the layer above  GRT usage, %
met2                    44                      116          24.8
li1                      -                     1347             -
met4                  0.55                        0          3.78
met3                   7.1                        4          4.85
met1                    48                     1199          24.9
met5                     0                        -             0
-- worst min-delay path, stage by stage (launching register included) --
cell,delay (ns)
sky130_fd_sc_hd__dfxtp_2,0.33
sky130_fd_sc_hd__nor2_1,0.10
sky130_fd_sc_hd__a221o_1,0.14
-- what timing repair did --
item	4_1_cts	5_1_grt
pin swaps	5	8
cloned	1	0
gates resized	17	21
setup buffers	7	9
setup endpoints to repair	9	12
Power is estimated from default activity; no workload was simulated.
