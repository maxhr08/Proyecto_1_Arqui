--- design.v ---
`timescale 1ns / 1ps
module ID_EX(
	input wire clk,
	input wire [4:0]A3_idex_in,
	input wire [31:0]RD1_idex_in, RD2_idex_in,
	input wire [31:0]SignImmD,
	input wire [4:0]RD1AddrD, RD2AddrD,
	output reg [31:0]RD1_idex_out, RD2_idex_out,
	output reg [4:0]A3_idex_out,
	output reg [31:0]SignImmE,
	output reg [4:0]RD1AddrE, RD2AddrE,
	input wire RegWriteD, ALUSrcD,
	input wire [2:0]ALUControlD,
	input wire [2:0]funct3_idex_in,
	input wire [1:0]MEM_CtrlD,
	output reg RegWriteE, MemtoRegE, MemWriteE, ALUSrcE,
	output reg [2:0]ALUControlE, funct3_idex_out,
	output reg [1:0]MEM_CtrlE
    );
	always @(posedge clk)begin
		A3_idex_out = A3_idex_in;
		RD1_idex_out = RD1_idex_in;
		RD2_idex_out = RD2_idex_in;
		SignImmE = SignImmD;
		funct3_idex_out = funct3_idex_in;
		RD1AddrE = RD1AddrD;
		RD2AddrE = RD2AddrD;
		MEM_CtrlE = MEM_CtrlD;
		RegWriteE=RegWriteD;
		ALUSrcE=ALUSrcD;
		ALUControlE=ALUControlD;
	end
endmodule
--- run.sh ---
#!/bin/bash
# OpenROAD 26Q1-2900-gdf79404cd8, Yosys 0.63+post, stock flow scripts
make -C /OpenROAD-flow-scripts/flow DESIGN_CONFIG=/design/flow/config.mk WORK_HOME=/design/flow/orfs finish
--- config.mk ---
export PLATFORM = sky130hd
export DESIGN_NAME = ID_EX
export DESIGN_NICKNAME = ID_EX
export VERILOG_FILES = /design/flow/design.v
export SDC_FILE = /design/flow/constraint.sdc
export NUM_CORES = 4
export LEC_CHECK = 1
export CORE_AREA = 10 10 145 145
export DIE_AREA = 0 0 155 155
--- constraint.sdc ---
current_design ID_EX

set clk_period 1.0
set clk_io_pct 0.2

create_clock -name clk0 -period $clk_period [get_ports {clk}]

set non_clock_inputs [all_inputs -no_clocks]
set_input_delay [expr $clk_period * $clk_io_pct] -clock clk0 $non_clock_inputs
set_output_delay [expr $clk_period * $clk_io_pct] -clock clk0 [all_outputs]
==> results.txt <==
Implementation progress

The flow ran to the end, but the final reports show violations. The checks that failed: negative setup slack. The sequential cell fraction of total power stands at roughly two fifths. The worst slack after detailed placement stands at -39.8 ps.

The vertical extent of the die stands at 155 um. Combinational logic is responsible for under 10% of the overall power. The global-route usage over all layers stands at roughly 7.6%.

The tally of buffers added on design ports stands at roughly 240. The count of boundary I/O pins stands at between 200 and 250. The power density over the cells stands at 2380 nW/um2. The final-report hold violation count stands at 0. The count of warnings emitted by yosys stands at 3.

The analysis reports a worst IR drop on VDD of between 0.0015 and 0.002 V. For reference, the most critical setup path is categorized as register to primary output. The internal power contribution stands at ~0.010 W. The largest single stage delay on the critical path is around 320 ps. In this run the critical path is formed by buf_6. The arrival time at the worst endpoint stands at 830 ps. The violation count after the first detailed-routing iteration stands at 37. The residual antenna-violating net count after detailed routing stands at 0. The worst setup path is launched from a register. In the synthesized netlist the async set-or-reset flop fraction comes to 0%. The layout overhead on the synthesized area stands at 116%. The cell total in the yosys stat output stands at between 100 and 150.

The number of distinct library cells after synthesis stands at 3. The final timing summary puts the cycle share of the worst path at 103%. The post-CTS repair timing setup buffer count stands at 0. The total design power stands at approximately 0.013 W. The region available for standard cell placement spans between 15000 and 20000 um2. TritonCTS built the clock tree. The final estimated routing congestion in global placement stands at 0.748.

The number of H-tree levels stands at 4. The largest fanout on the critical path stands at 1. The net switching power of the design stands at ~0.0023 W. The antenna cell count stands at 0.

Of all cell types, the one taking the most synthesized area is sky130_fd_sc_hd__dfxtp_1. According to the hold report, the worst path is of the input port to register type. The wire-length estimate of the detail-placed layout is between 8 and 9 mm.

Across all setup checks in the final design, the least slack found is -28.9 ps. For this run, the register share of the synthesized area comes to between 90% and 100%. For this run the top cell type by instance count after synthesis was sky130_fd_sc_hd__dfxtp_1. The critical path ends at RegWriteE. The end-of-flow timing check tallies setup violations at around 45.

Setup repair after global routing could not meet its margin everywhere. The buffers plus inverters on the worst setup path stands at 1. The number of flops mapped to enable cells by yosys stands at 0. Per the synth stats, the flop cell with the highest instance count is sky130_fd_sc_hd__dfxtp_1.

The number of antenna violations at the first check in global routing is 0. Counting every sink on the clock net gives ~120. After synthesis the netlist holds a flip-flop and latch count of about 120. In this run the clock root is driven by a sky130_fd_sc_hd__clkbuf_16. Looking at the power breakdown, the clock network takes a little over half of the total. Synthesis produced roughly 120 cells.

Per the detailed-route log, wirelength across all metal layers totals 9.77 mm. After synthesis, the most frequently instantiated cells are 121 x sky130_fd_sc_hd__dfxtp_1, 2 x sky130_fd_sc_hd__buf_4, 1 x sky130_fd_sc_hd__conb_1. Max-cap violations in this run came to 0.

The global route stage reports its total congestion overflow as 0. Static timing analysis puts the maximum clock frequency at approximately 970 MHz. Looking at the clock tree report, the maximum root-to-sink buffer count equals 2.

The average detailed-routed wire length per instance stands at approximately 16 um. On the critical path the largest part of the delay comes from flip-flops. In this run switching power makes up about 18% of total power. For this design, the slowest cell found on the critical path is sky130_fd_sc_hd__dfxtp_2.

STA classifies the critical path endpoint as a primary output. The number of iterations in the first detailed-routing pass stands at 2. The critical path endpoint has a required time of around 800 ps. The script logs the ratio of routed vias to standard cells as 3.02. From left edge to right edge, the die measures 155 um. Entering global routing, the biggest net connects 17 pins. Sorting the synthesized cells by area gives the leading types as sky130_fd_sc_hd__dfxtp_1 99%, sky130_fd_sc_hd__buf_4 0.62%, sky130_fd_sc_hd__conb_1 0.15%. The number of cells on the critical path stands at 1. The floorplan has approximately 49 rows. The area share of the largest cell type after synthesis stands at 99.2%. The post-layout instance count excluding filler cells stands at 626. Summing over the stages, the warning tally comes to 27.

The first global-routing pass estimated roughly 14 mm of wire. The share of post-route cells with drive strength above 1 stands at around 44%. In this run the full chip footprint comes out at roughly 24000 um2. For reference, the clock transition at the flip-flops on the worst setup and hold paths is about 60 ps. The minimum period implied by the final worst setup slack stands at ~1000 ps. The routed layout has about 1900 vias.

The number of global-route vias before repair came to approximately 2100. The CTS buffer count stands at 17. The number of pins with negative max-slew slack in the final report stands at 0.

The mapped netlist covers 2440 um2. The total cell area reported by yosys after synthesis stands at roughly 2400 um2. In this run, placement finished with an instance count of ~590. The floorplan-stage core utilization stands at ~14%. The leakage power stands at ~2.3 nW. Per STA, the startpoint of the critical path is RegWriteE. For this run, design rule violations remaining after detail routing come to 0.

The mean area per synthesized cell stands at 19.7 um2.
==> timing repair <==
item / CTS / global route
hold buffers: 0 / 0
setup endpoints to repair: 121 / 121
resized: 404 / 10
cloned: 0 / 0
==> cells in the final DEF, fill, tap and decap left out, drive strengths merged <==
master	count
buf	121
bufinv	5
clkbuf	20
clkdlybuf4s50	121
dfxtp	121
clkinv	7
conb	2
==> state kept, by name, indices dropped and copies added (netlist names) <==
register         flops
SignImmE            32
ALUSrcE              1
RD1_idex_out        32
ALUControlE          3
RD2_idex_out        32
funct3_idex_out      3
MEM_CtrlE            2
RegWriteE            1
A3_idex_out          5
RD2AddrE             5
RD1AddrE             5
==> power groups by stage <==
stage / sequential [W] / combinational [W] / clock, W
after CTS: 0.00515 / 0.000725 / 0.00687
after global routing: 0.00517 / 0.000769 / 0.00711
final: 0.00515 / 0.000708 / 0.00666
==> through the flow <==
step	area (um2)	TNS (ps)	utilization [%]	hold WS [ps]
after floorplan	2440	0	-	228
after global placement	5140	-153	28.6	650
after detailed placement	5140	-142	28.6	652
final	5260	-462	29.3	233
after global routing	5260	-5880	29.3	207
after CTS	5230	-3960	29.1	205
==> final cells by class <==
type                            count  area (um2)
Tap cell                          229         287
Fill cell                        1844       12700
Timing Repair Buffer              242        1870
Multi-Input combinational cell      2        7.51
Sequential cell                   121        2450
Clock inverter                     12         196
Clock buffer                       20         457
==> cells by family after synthesis <==
group / count (synthesis) / synth area share, %
flops: 121 / 99.2
buf+inv: 2 / 0.615
other cells: 1 / 0.154
==> worst min path at each step <==
stage / startpoint / end / depth (start not counted)
6_report: A3_idex_in[1] / A3_idex_out[1] / 1
4_1_cts: A3_idex_in[1] / A3_idex_out[1] / 1
5_1_grt: RD2_idex_in[8] / RD2_idex_out[8] / 1
==> routing by layer <==
metal / share of wire [%] / vias up / track usage, % / wire, um
met5: 0 / - / 0 / 0
met4: 1.0 / 0 / 0.945 / 98
met3: 15 / 5 / 5.32 / 1440
met2: 48 / 133 / 12.4 / 4710
met1: 36 / 847 / 8.10 / 3520
li1: - / 904 / - / -
Power and IR drop assume default switching activity.
